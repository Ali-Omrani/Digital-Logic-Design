### design/flow/config.mk
export PLATFORM = sky130hd
export DESIGN_NAME = Q5
export DESIGN_NICKNAME = Q5
export VERILOG_FILES = /design/flow/design.v
export SDC_FILE = /design/flow/constraint.sdc
export NUM_CORES = 4
export LEC_CHECK = 1
export CORE_AREA = 10 10 88 88
export DIE_AREA = 0 0 98 98
### design/flow/constraint.sdc
current_design Q5

set clk_period 1.3
set clk_io_pct 0.2

create_clock -name clk0 -period $clk_period

set non_clock_inputs [all_inputs -no_clocks]
set_input_delay [expr $clk_period * $clk_io_pct] -clock clk0 $non_clock_inputs
set_output_delay [expr $clk_period * $clk_io_pct] -clock clk0 [all_outputs]
### design/flow/design.v
module AO_gate (input a , b , c,output w);
	logic ab;
	and #(13,17) U1 (ab,a,b);
	or  #(19,17) U2 (w,ab,c);
endmodule
module Q5 (input [15:0] D , N ,output  [15:0] W );
	genvar i,j;
	generate for (i=15;i>=0;i--)
	begin
		logic tempi [16-i:0];
		assign tempi [0]=0;
		for (j=0;j<=(15-i);j++)
		begin
			AO_gate Uj (D[i+j],N[j],tempi[j],tempi[j+1]);
		end
	assign W[i]=tempi [16-i];
	end
	endgenerate;
endmodule
### design/flow/run.sh
#!/bin/bash
# OpenROAD 26Q1-2900-gdf79404cd8, Yosys 0.63+post, stock flow scripts
make -C /OpenROAD-flow-scripts/flow DESIGN_CONFIG=/design/flow/config.mk WORK_HOME=/design/flow/orfs finish
==> run_results.csv <==
group,metric,value,unit
outcome,status,"finished, violations left",
outcome,violations,"negative setup slack",
power_and_ir_drop,leakage,0.846,nW
setup_path,crit_type,"input pin to output port",
route,routedWlPerCell,19.3,µm
setup_path,cp.required,1.04,ns
placed_design,dpl.hpwl,3.84,mm
setup_path,cp_max_fo,5,
synthesis,aoi_share,60.7,%
grt,overflow,0,
synthesis,ys_seq_share,0,%
timing,layout_setup_ws,-0.169,ns
grt,grt_max_degree,9,
synthesis,area_leaders,"a22oi_1 23%, buf_4 14%, a221oi_1 14%",
synthesis,synth_warnings,33,
timing,worst_pin_slew,0.320,ns
grt,grt_pass1_wl,8.55,mm
route,drcViolationCount,0,
synthesis,yosys.cell_types.count,17,
timing,finalClockPeriodUsage,113,%
power_and_ir_drop,powerDensity,356,nW/µm²
run,openroad.warnings,35,
worst_hold_path,hp-class,"input pin to output port",
layout,regArea,0,µm²
placed_design,gp_congestion,0.968,
floorplan,num_io_pins,48,
grt,antenna_found_initial,0,
floorplan,fp-utilization,15.2,%
timing,rsz0062_at_grt,"true",
floorplan,rows,28,
route,dr.first_iter.drc_count,164,
timing,final_hold_viol_count,0,
synthesis,mux_area_share,0,%
synthesis,synth_area,898,µm²
setup_path,endpoint_kind,"output port",
timing,setup_viol,12,
layout,clock_buffers,0,
layout,synthToLayoutAreaGrowth,114,%
route,via_count,1451,
run,maxCapViolations,0,
synthesis,fa_ha_area_share,0,%
synthesis,xor_share,0,%
synthesis,synth_cells,119,
grt,track_usage,10.4,%
route,diodes,0,
route,ant_nets,0,
synthesis,avgSynthCellArea,7.55,µm²
layout,post-route-util,32.5,%
placed_design,port_buffers,48,
synthesis,ys_sh_simple,10.4,%
layout,drive_gt1_share,69.7,%
worst_hold_path,whs_path_depth,4,
timing,fmax,681,MHz
timing,slew_viol_final,0,
floorplan,die_h,98,µm
route,vias_per_cell,5.26,
synthesis,largest_area_cell,"a22oi_1",
power_and_ir_drop,totalPowerFinal,0.000685,W
timing,slew_headroom,78.7,%
floorplan,die_x,98,µm
grt,grt_pass1_vias,1589,
floorplan,core_area,5920,µm²
power_and_ir_drop,ir_worst_vdd,0.000151,V
setup_path,startpoint_type,"input pin",
synthesis,yosys-stat-area,898,µm²
floorplan,dieArea,9600,µm²
synthesis,yosys_cells,119,
synthesis,ys_top_logic_family,"AND-OR/OR-AND gates",
layout,flop-count,0,
synthesis,synth_top_area_share,22.6,%
setup_path,cp.arrival,1.21,ns
route,first_pass_iters,4,
route,wirelength,5.31,mm
timing,fin_crit,1.47,ns
[final timing paths]
| check | start | endpoint | slack (ns) |
|---|---|---|---|
| max | N[0] | W[5] | -0.17 |
| min | D[15] | W[2] | 0.85 |
[cell usage in the layout, fill, tap and decap left out]
| cell | n |
|---|---|
| buf_4 | 49 |
| buf_6 | 31 |
| buf_2 | 23 |
| a22oi_1 | 18 |
| a22o_1 | 14 |
| a221oi_2 | 12 |
| a22oi_2 | 10 |
| a222oi_1 | 7 |
| buf_8 | 7 |
| nand2_1 | 5 |
| nand3_1 | 5 |
| nand4_1 | 5 |
| clkdlybuf4s15_1 | 3 |
| and3_1 | 2 |
| a221oi_4 | 2 |
| clkbuf_2 | 2 |
| a221oi_1 | 1 |
| and2_4 | 1 |
| inv_1 | 1 |
| bufbuf_16 | 1 |
| buf_12 | 1 |
| clkbuf_4 | 1 |
[power by group]
part / switching, W / internal (W) / leakage, nW
registers: 0 / 0 / 0
logic: 0.000294 / 0.000390 / 0.846
clock network: 0 / 0 / 0
[per-stage QoR]
| step | setup WS (ns) | instances | TNS (ns) | hold WS [ns] | instance area [µm²] |
|---|---|---|---|---|---|
| 6_report | -0.169 | 276 | -1.02 | 0.852 | 1930 |
| 5_1_grt | -0.230 | 276 | -2.01 | 0.886 | 1930 |
| 4_1_cts | -0.180 | 270 | -1.05 | 0.855 | 1780 |
| 3_5_place_dp | -0.956 | 255 | -13.87 | 1.68 | 1600 |
| 3_3_place_gp | -0.974 | 255 | -13.87 | 1.69 | 1600 |
| 2_1_floorplan | -0.0118 | 119 | -0.0265 | 0.688 | 917 |
[synth_stat cells]
| library cell | count |
|---|---|
| a22o_1 | 14 |
| clkbuf_2 | 1 |
| nand2_1 | 5 |
| nand3_1 | 5 |
| buf_4 | 17 |
| clkbuf_1 | 4 |
| buf_2 | 8 |
| a222oi_1 | 7 |
| a221oi_1 | 14 |
| inv_1 | 1 |
| and2_1 | 1 |
| buf_6 | 6 |
| and3_1 | 2 |
| a22oi_1 | 27 |
| nand4_1 | 5 |
| a22oi_2 | 1 |
| a221oi_2 | 1 |
[final cells by class]
class	count	area, µm²
fill	607	4000
inverter	1	3.75
multi-input combinational	82	791
tap	75	93.8
timing repair buffer	118	1040
[cells by family (layout without fill, tap and decap cells)]
group	after synthesis	in the layout
simple gates	18	18
buf+inv	37	119
compound gates	64	64
[layer usage]
layer	part of all wire (%)	track usage, %
met2	45	16.5
met4	0.32	1.12
met1	45	14.0
met5	0	0
met3	10	2.84
[critical path, stage by stage]
cell and delay (ns):
buf_8 0.10, buf_8 0.12, buf_4 0.13, a221oi_2 0.23, and3_1 0.19, nand2_1 0.05
buf_2 0.13
[repair_timing]
action / CTS / global route
endpoints found under the setup margin: 16 / 14
gates cloned: 2 / 0
pin swaps: 34 / 31
setup buffers: 13 / 6
resized: 236 / 33
hold buffers: 0 / 0
Power and IR drop assume default switching activity.
