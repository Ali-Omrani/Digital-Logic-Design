===== run.sh =====
#!/bin/bash
# OpenROAD 26Q1-2900-gdf79404cd8, Yosys 0.63+post, stock flow scripts
make -C /OpenROAD-flow-scripts/flow DESIGN_CONFIG=/design/flow/config.mk WORK_HOME=/design/flow/orfs finish

===== config.mk =====
export PLATFORM = sky130hd
export DESIGN_NAME = MUX2
export DESIGN_NICKNAME = MUX2
export VERILOG_FILES = /design/flow/design.v
export SDC_FILE = /design/flow/constraint.sdc
export NUM_CORES = 4
export LEC_CHECK = 1
export CORE_AREA = 10 10 70 70
export DIE_AREA = 0 0 80 80

===== constraint.sdc =====
current_design MUX2

set clk_period 2.0
set clk_io_pct 0.2

create_clock -name clk0 -period $clk_period

set non_clock_inputs [all_inputs -no_clocks]
set_input_delay [expr $clk_period * $clk_io_pct] -clock clk0 $non_clock_inputs
set_output_delay [expr $clk_period * $clk_io_pct] -clock clk0 [all_outputs]

===== design.v =====
module MUX2 (input [15:0]n0,n1,input s1,s0,output [15:0]w);
assign w= (s1) ? n1:(s0)? n0:0;
endmodule

==> out/qor.txt <==
RSZ-0062 raised after global routing - no
standard-cell row count - 21
Cell Pwr Density - 204 nW/um^2
arithmetic-cell share of the synthesized area counting full adders, half adders and majority gates - 0
slack of the critical path - 0.0688 ns
critical path arrival - 1.53 ns
post-route minimum period - 1.93 ns
Worst Tran Pin Value - 0.141 ns
cells in synth_stat.txt - 24
Routability Congestion - 0.875
nature of the critical path endpoint - output pin
Storage cell area - 0 sq um
Chip Area - 6400 sq um
Post-CTS Hold Fix Bufs - 0
area of the placeable core - 3420 sq um
clock buffer count in the final layout - 0
Worst setup SP type - primary input
sum of routed wire segments on met1 - 723 um
DRC violation total after the first TritonRoute iteration - 1
number of logged tool warnings - 32
final count of negative-setup-slack endpoints - 0
gate count after technology mapping - 24
length of the first detailed-routing pass in iterations - 2
number of distinct standard cells referenced by the synthesized netlist - 7
number of vias after detailed routing - 427
mean post-synth cell area - 8.39 sq um
total routing resource utilization after global routing - 0.0501
kind of path behind the tightest hold check - in -> out
wire length of the first global-routing pass - 2.59 mm
average wire per standard cell - 14.4 um
post-detailed-route DRC marker count - 0
Setup TNS Final - 0 ns
Placement Setup Slack - -0.259 ns
ao+oa area frac - 0.720
highest achievable clock rate - 518 MHz
Fin Hold WS - 1.38 ns
maximum number of pins on one net before global-route repair - 15
final clock period utilization by the worst path - 0.966
final instance count without filler cells - 122
antenna cell count - 0
vias in the first global route - 464
max-slew headroom at the worst pin - 0.905
dominant non-sequential cell family after synthesis - AND-OR/OR-AND gates
chip area line of the yosys report - 201 sq um
initial antenna violation count - 0
number of sequential cells - 0
total wire length after detailed routing - 1.75 mm
layout cells sized above 1 - 0.224
number of failing hold endpoints at the final stage - 0
metal2 WL - 607 um
max-cap violations - 0
Area Overhead vs Synth - 289%
count of pins on the block boundary - 50
Filler Cells Inserted - 378
half-perimeter wire length of the detailed placement result - 1.59 mm
wire length on met3 - 422 um
largest vdd supply drop - 0.0644 mV
number of warning messages in the yosys log - 0
vertical extent of the die - 80 um
most used logic cell in the final layout - sky130_fd_sc_hd__clkdlybuf4s50_1
Leakage - 0.312 nW
Highest Signal Layer - met3
Avg Vias per Cell - 3.50
final slew viol count - 0
utilization after layout - 0.230
most numerous logic cells after layout - sky130_fd_sc_hd__clkdlybuf4s50_1 (47), sky130_fd_sc_hd__a22o_2 (9), sky130_fd_sc_hd__nand2_1 (4), sky130_fd_sc_hd__a22o_1 (4), sky130_fd_sc_hd__buf_6 (3)
Data required, critical path - 1.60 ns
simple-gate portion of the synthesized area - 0.143
total gr overflow - 0
WS Path Type - in -> out
MUX share of area - 0
Seq/Total Area, Yosys - 0
Crit Path Max Fanout - 8
count of buffers from port buffering - 50
Die W - 80 um
number of routed nets with antenna violations - 0
result of the run - completed
placed instance count - 122
netlist area before placement - 201 sq um
XOR Share, Synth - 0
starting density of the core - 0.0590
-- routing by layer --
layer / vias up / GRT usage
met1: 179 / 0.0593
met3: 0 / 0.0455
met5: - / 0
met4: 0 / 0
met2: 44 / 0.0698
li1: 204 / -
-- repair_timing --
item	4_1_cts	5_1_grt
setup endpoints to repair	16	14
gates resized	7	3
buffers inserted	0	0
pin swaps	0	0
-- through the flow --
stage | power [mW] | area (sq um)
floorplan | 0.0338 | 201
global placement | 0.160 | 769
detailed placement | 0.160 | 769
CTS | 0.164 | 787
global route | 0.173 | 785
finish | 0.160 | 785
-- worst max-delay path, cell delays in order --
cell and delay, ns:
sky130_fd_sc_hd__dlygate4sd2_1 0.24, sky130_fd_sc_hd__nor2b_4 0.13, sky130_fd_sc_hd__buf_6 0.13, sky130_fd_sc_hd__a22o_2 0.20, sky130_fd_sc_hd__clkdlybuf4s50_1 0.42
-- logic make-up after synthesis --
logic type	Yosys count
simple gates	5
buf+inv	3
compound gates	16
-- power breakdown --
group | total [mW] | leakage (nW) | internal (mW) | switching (mW)
logic | 0.160 | 0.312 | 0.124 | 0.0360
registers | 0 | 0 | 0 | 0
clock network | 0 | 0 | 0 | 0
total | 0.160 | 0.312 | 0.124 | 0.0360
-- worst paths after layout --
kind	from	endpoint	slack, ns	cells past startpoint
min	s1	w[2]	1.38	4
max	s0	w[8]	0.07	5
-- cells in the mapped netlist (all sizes together) --
library cell	instances	area [sq um]
buf	3	27.5
nand2	4	15.0
nor2b	1	13.8
a22o	14	135
o21ai	2	10.0
-- final cells by class --
cell class | instances | area (sq um) | share of cell area
Timing Repair Buffer | 55 | 546 | 0.695
Tap cell | 46 | 57.6 | 0.0734
Multi-Input combinational cell | 21 | 181 | 0.231
No activity file was given, so power comes from the tool's default toggle rates.
