==> design.v <==
module Q6 (input [15:0] D , N ,output  [15:0] W );
 	assign #(317,289) W = (N[0]==1) ? {D} : 
 	 (N[1]==1) ? {{0},{D[15:1]}} :
 	 (N[2]==1) ? {{2{0}},D[15:2]}:
 	 (N[3]==1) ? {{3{0}},D[15:3]} :
 	 (N[4]==1) ? {{4{0}},D[15:4]} :
 	 (N[5]==1) ? {{5{0}},D[15:5]} :
 	 (N[6]==1) ? {{6{0}},D[15:6]} :
 	 (N[7]==1) ? {{7{0}},D[15:7]} :
 	 (N[8]==1) ? {{8{0}},D[15:8]} :
 	 (N[9]==1) ? {{9{0}},D[15:9]} :
 	 (N[10]==1) ? {{10{0}},D[15:10]} :
 	 (N[11]==1) ? {{11{0}},D[15:11]} :
 	 (N[12]==1) ? {{12{0}},D[15:12]} :
 	 (N[13]==1) ? {{13{0}},D[15:13]} :
 	 (N[14]==1) ? {{14{0}},D[15:14]} :
 	 (N[15]==1) ? {{15{0}},D[15:15]} :0;
endmodule
==> config.mk <==
export PLATFORM = sky130hd
export DESIGN_NAME = Q6
export DESIGN_NICKNAME = Q6
export VERILOG_FILES = /design/flow/design.v
export SDC_FILE = /design/flow/constraint.sdc
export NUM_CORES = 4
export LEC_CHECK = 1
export CORE_AREA = 10 10 92 92
export DIE_AREA = 0 0 102 102
==> constraint.sdc <==
current_design Q6

set clk_period 2.6
set clk_io_pct 0.2

create_clock -name clk0 -period $clk_period

set non_clock_inputs [all_inputs -no_clocks]
set_input_delay [expr $clk_period * $clk_io_pct] -clock clk0 $non_clock_inputs
set_output_delay [expr $clk_period * $clk_io_pct] -clock clk0 [all_outputs]
==> run.sh <==
#!/bin/bash
# OpenROAD 26Q1-2900-gdf79404cd8, Yosys 0.63+post, stock flow scripts
make -C /OpenROAD-flow-scripts/flow DESIGN_CONFIG=/design/flow/config.mk WORK_HOME=/design/flow/orfs finish
==> results.json <==
{
  "synth-area-yosys_mm2": 0.00141,
  "synth_warnings": 0,
  "worstSetupPathType": "primary input to primary output",
  "dp_slack_ns": -0.629,
  "place_area_mm2": 0.00236,
  "die_width_um": 102,
  "cp_slowest_cell": "clkdlybuf4s50_1",
  "cp_num_buf_inv": 3,
  "syn2layout_area_growth_pct": 90.8,
  "die.size.y_um": 102,
  "seqPwrFrac_pct": 0,
  "ant_nets": 0,
  "path_delay_family": "buffers and inverters",
  "fp_util_pct": 21.8,
  "viasPerCell": 5.32,
  "drive_above_1_share_pct": 43.6,
  "grt-ovfl-total": 0,
  "syn_area_mm2": 0.00141,
  "fmax_ghz": 0.397,
  "clkPwrFrac_pct": 0,
  "netlist_instances": 236,
  "top_cells_by_area": "a21oi_1, nand2_1, a221oi_1",
  "drv_slew": 0,
  "finalWeightedCongestion": 0.915,
  "fp-row-count": 29,
  "diodes": 0,
  "synth.distinct_cells": 48,
  "grt_pass1_wl_um": 10700,
  "grt_max_degree": 19,
  "worst_slew_pin_slew_ns": 0.367,
  "max_cap_viol_count": 0,
  "regArea_um2": 0,
  "comb_power_share_pct": 100.0,
  "setup_violations": 0,
  "power.density_mw_per_mm2": 169,
  "fillers": 631,
  "io_buffers": 48,
  "intPower_mw": 0.235,
  "status": "finished, final reports clean",
  "yosysMostFrequentCell": "a21oi_1",
  "synth.top_cell.area_share_pct": 15.0,
  "arrival_ns": 2.00,
  "largest_area_cell": "a21oi_1",
  "crit_cells": 7,
  "core_mm2": 0.00646,
  "die_area_mm2": 0.0104,
  "drt_wl_total_um": 6650,
  "antenna_found_initial": 0,
  "fin_util_pct": 41.5,
  "critical_path.max_stage_delay_ns": 0.47,
  "required_ns": 2.08,
  "p_leak_nw": 1.12,
  "ir_drop_uv": 85.2,
  "ys_cells": 236,
  "multiInputGateArea_mm2": 0.00141,
  "fin_ws_ns": 0.0815,
  "drtIter0Drc": 210,
  "netlist_top_cells_count": "a21oi_1, nand2_1, o21ai_0",
  "nClkBuffers": 0,
  "holdBufCountCts": 0,
  "drt_drc_violations_left": 0,
  "ys_seq_share_pct": 0,
  "final_cell_area_mm2": 0.00268,
  "crit_top_cell": "a21oi_2",
  "finalHoldViolations": 0,
  "crit_path_start_kind": "primary input",
  "switching_power_mw": 0.217,
  "holdCritPathClass": "primary input to primary output",
  "place_hpwl_um": 5010,
  "swShare_pct": 47.9,
  "wl_per_cell_um": 15.9,
  "grt_use_total_pct": 12.4,
  "period_used_pct": 96.9,
  "vias": 2227,
  "seq_cells": 0,
  "warnings": 33,
  "setup_tns_ns": 0,
  "rsz0062_at_grt": "yes",
  "min_path_cells": 6,
  "firstDrtPassIters": 5,
  "endpoint_kind": "primary output",
  "grt_pass1_vias": 2139,
  "critPathMaxFanout": 8,
  "synth_area_per_cell_um2": 5.95,
  "slew_headroom_pct": 75.5,
  "layout_min_cycle_time_ns": 2.52,
  "ios": 48,
  "worstPathCellList": "dlygate4sd2_1 > buf_6 > a21oi_2 > a221oi_2 > a211o_1 > a21oi_2 > clkdlybuf4s50_1"
}
## logic make-up (layout without fill, tap and decap cells)
kind of cell,after synthesis,after routing,share of synthesized area [%]
compound gates,126,126,60.8
buf+inv,40,146,14.0
mux,1,1,0.801
simple gates,69,69,24.4
## cell type report
cell class | instances | share of cell area [%]
multi-input combinational | 196 | 52.7
timing repair buffer | 135 | 41.9
tap | 77 | 3.59
inverter | 10 | 1.49
timing repair inverter | 1 | 0.280
## layout by cell type, fill, tap and decap left out, drive strengths merged, types with 2 or more instances in the layout
cell and n:
a221oi 11, o211ai 2, clkbuf 7, nor3b 2, dlygate4sd2 17, a221o 5, a211oi 8, a21oi 42
inv 10, or2 2, buf 93, and3b 2, clkdlybuf4s15 4, and2b 2, nand2b 2, a311oi 2
o21ai 23, nor3 2, nor2b 7, clkdlybuf4s50 13, a22oi 5, a2111oi 7, a211o 5, o22ai 4
o31ai 2, nor2 9, nand2 32, nand3b 5
## power by group through the flow
stage         clock, mW  combinational, mW  sequential [mW]
CTS                   0              0.437                0
global route          0              0.492                0
finish                0              0.452                0
## per-layer routing
metal / part of all wire [%] / GRT usage (%) / vias to the layer above / wire length (um)
li1: - / - / 1120 / -
met1: 46 / 17.6 / 1023 / 3040
met2: 47 / 21.0 / 80 / 3140
met3: 6.5 / 0.682 / 4 / 430
met4: 0.69 / 0.868 / 0 / 46
met5: 0 / 0 / - / 0
## stage by stage
step | std cells | hold slack (ns) | power (mW)
global route | 419 | 1.69 | 0.492
finish | 419 | 1.65 | 0.452
global placement | 401 | 2.17 | 0.398
floorplan | 236 | 1.10 | 0.176
CTS | 419 | 1.74 | 0.437
detailed placement | 401 | 2.16 | 0.398
## path summary, 6_finish.rpt
check | to | slack, ns | from
hold / removal | W[2] | 1.65 | N[4]
setup / recovery | W[7] | 0.08 | N[6]
## repair_timing
action / CTS / global route
endpoints found under the hold margin: 0 / 0
pin swaps: 27 / 14
endpoints found under the setup margin: 14 / 9
gates resized: 105 / 31
cloned: 1 / 0
setup buffers: 17 / 0
No activity file was given, so power comes from the tool's default toggle rates.
